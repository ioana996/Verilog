### design/flow/run.sh
#!/bin/bash
# OpenROAD 26Q1-2900-gdf79404cd8, Yosys 0.63+post, stock flow scripts
make -C /OpenROAD-flow-scripts/flow DESIGN_CONFIG=/design/flow/config.mk WORK_HOME=/design/flow/orfs finish
### design/flow/config.mk
export PLATFORM = sky130hd
export DESIGN_NAME = top
export DESIGN_NICKNAME = top
export VERILOG_FILES = /design/flow/design.v
export SDC_FILE = /design/flow/constraint.sdc
export NUM_CORES = 4
export LEC_CHECK = 1
export CORE_AREA = 10 10 86 86
export DIE_AREA = 0 0 96 96
### design/flow/constraint.sdc
current_design top

set clk_period 5.8
set clk_io_pct 0.2

create_clock -name clk0 -period $clk_period [get_ports {clk}]

set non_clock_inputs [all_inputs -no_clocks]
set_input_delay [expr $clk_period * $clk_io_pct] -clock clk0 $non_clock_inputs
set_output_delay [expr $clk_period * $clk_io_pct] -clock clk0 [all_outputs]
### design/flow/design.v
`timescale 1ns / 1ps
module display(clk, C0, C1, C2, C3, An, Cout);
input clk;
input[3:0] C0, C1, C2, C3;
output[7:0] Cout;
reg[7:0] Cout;
output[3:0] An;
reg[3:0] An;
reg[3:0] C;
reg[1:0] S;
initial
begin
    S = 2'b00;
end
always @(posedge clk)
begin
    case (S)
        2'b00: {C, An} = {C0,4'b0111};
        2'b01: {C, An} = {C1,4'b1011};
        2'b10: {C, An} = {C2,4'b1101};
        2'b11: {C, An} = {C3,4'b1110};
    endcase
    S = S + 1;
    case (C)
        4'b0000 : Cout = 8'b00000011;
        4'b0001 : Cout = 8'b10011111;
        4'b0010 : Cout = 8'b00100101;
        4'b0011 : Cout = 8'b00001101;
        4'b0100 : Cout = 8'b10011001;
        4'b0101 : Cout = 8'b01001000;
        4'b0110 : Cout = 8'b01000001;
        4'b0111 : Cout = 8'b00011011;
        4'b1000 : Cout = 8'b00000001;
        4'b1001 : Cout = 8'b00001001;
        default: Cout = 8'b11111111;
    endcase
end
endmodule
`timescale 1ns / 1ps
module div(clkin , clkout);
    reg [23:0] aux = 0;
    input clkin;
    output reg clkout;
    always@(posedge clkin)
    begin
        aux = aux + 1;
        clkout = aux[12];
    end
endmodule
`timescale 1ns / 1ps
module sum(carry, x, y, out);
	input [3:0] x;
	input [3:0] y;
	input carry;
	output reg [3:0] out = 4'b0000;
	always@(*)
		begin
		out = x + y + carry;
		if(out > 9)
			begin
				out = out + 6;
			end
		end
endmodule
`timescale 1ns / 1ps
module top(clk, x, y, carry, out , An, Cout);
	input clk;
	input [3:0] x;
	input [3:0] y;
	output [7:0] Cout;
	output [3:0] An;
	wire clkout;
	wire [3:0] aux;
	input carry;
	output [3:0] out;
	assign aux = 4'b0000;
	div div1(clk , clkout);
	sum suma(carry, x, y, out);
	display afis(clkout, out[0], out[1], out[2], out[3], An, Cout);
endmodule
==> results.yml <==
# generated from flow reports
clock_network:
  clkTransAtPathRegs_ns: 0.05
  cts_resized: 0
  clock_latency_ns: 0.24
  holdBufCountCts: 0
  clock_path_buffers: 2
  cts_setup_buffers: 0
  cts_tree: "built"
  cts-root-buf: "clkbuf_8"
  cts_max_level: 1
  cts_buffers: 3
layout:
  drive_above_1_share_pct: 4.55
  fillCellCount: 618
  syn2layout_area_growth_pct: 32.8
  postLayoutCellArea_mm2: 0.00126
sta:
  clock_skew_ns: 0.00192
  fin_crit_sh_pct: 82.1
  unclocked_regs: 7
  slew_viol_final: 0
  fmaxAchievable_ghz: 0.210
  fin_tns_setup_ns: 0
  hold_viol: 0
  min_period_ns: 4.76
  untimed_endpoints: 15
  setup_viol: 0
  rsz0062_at_grt: "false"
floorplanning:
  chip_area_mm2: 0.00922
  fp.dieW_um: 96
  core_mm2: 0.00554
  dieHeight_um: 96
  rows: 27
  io_pins: 26
  fp_util_pct: 17.1
yosys:
  synth_cells: 90
  top_area_share_pct: 44.4
  ys_area_um2: 947
  ys_seq_share_pct: 44.4
  yosysWarningCount: 7
  syn_area_um2: 947
  yosys-top-cells-area: "dfxtp_1 (44%), ha_1 (12%), xnor2_1 (8.3%)"
  synthDistinctLibCells: 24
  syn_area_per_cell_um2: 10.5
  ys_ff: 21
  synth_area_leader_cell: "dfxtp_1"
  ys_cells: 90
grt:
  grt.total_usage_pct: 3.19
  grt_max_degree: 9
  grt_pass1_vias: 587
  grt_overflow: 0
  grt_pass1_wl_mm: 2.44
  antenna_found_initial: 0
min_path:
  hp-start: "div1.aux[0]"
  hold_end: "div1.aux[0]"
  hold_depth: 1
  hp-class: "reg2reg"
detailed_routing:
  drt_iter0_drc: 11
  drt_pre_antenna_iters: 2
  wire_per_inst_um: 8.15
  num_vias: 632
  route.detailed.drc: 0
  via_per_inst: 3.47
  ant_nets: 0
  wirelength_mm: 1.48
  insertedDiodeCount: 0
critical_path:
  ff2ff_path_depth: 5
  critPathMaxFanout: 4
  start_kind: "input port"
  r2r-end: "div1.aux[9]"
  r2r-start: "div1.aux[2]"
  endpoint_kind: "output pin"
  required_ns: 4.64
  critPathArrivalTime_ns: 3.60
  regToRegSetupSlack_ns: 4.57
  path_class: "in2out"
place:
  gp_congestion: 0.771
  hpwlAfterDp_mm: 1.28
  place_area_mm2: 0.00120
  io_buffers: 21
power_and_ir_drop:
  p_per_area_mw_per_mm2: 177
  leakage_nw: 0.516
  ir_drop_mv: 0.183
  p_total_mw: 0.223
outcome:
  status: "finished, final reports clean"
flow_run:
  drv_cap: 0
  warnings: 30
where the power goes:
group,switching (mW),total [mW],internal (mW)
combinational,0.0129,0.0355,0.0226
clock,0.0311,0.0911,0.0600
sequential,0,0.0962,0.0962
worst max-delay path: stages:
cell and delay [ns]:
clkdlybuf4s50_1 0.43, fa_1 0.48, fa_1 0.55, and4b_1 0.22
nor3_1 0.25, clkdlybuf4s50_1 0.52
cells in the mapped netlist (all sizes together):
cell type  number
a211oi          1
a21boi          1
a21oi           2
a221o           1
and2            1
and3            6
and4b           1
buf             7
conb            2
dfxtp          21
fa              2
ha              9
inv             7
nand2           4
nand3           6
nor2            1
nor3            1
o21a            1
o21ai           1
o22a            1
or3b            1
xnor2           9
xor2            4
layer usage:
metal	routed length, um	global-route usage (%)	vias to the layer above
met5	0	0	-
met4	6	0.123	0
met3	181	1.42	2
met2	627	5.49	20
met1	667	3.77	287
li1	-	-	323
stage by stage:
stage / utilization, % / std cells / setup WS, ns / hold slack (ns)
CTS: 22.7 / 182 / 1.02 / 0.409
detailed placement: 21.7 / 178 / 1.02 / 0.393
floorplan: - / 92 / 2.11 / 0.379
global route: 22.7 / 182 / 0.954 / 0.448
finish: 22.7 / 182 / 1.04 / 0.405
global placement: 21.7 / 178 / 1.07 / 0.395
cell usage in the layout (no fill, tap or decap):
cell type,count
dfxtp_1,21
clkdlybuf4s50_1,21
xnor2_1,9
ha_1,9
inv_1,7
nand3_1,6
and3_1,5
nand2_1,4
xor2_1,4
conb_1,4
clkbuf_8,4
a21oi_1,2
fa_1,2
and2_1,1
and4b_1,1
a211oi_1,1
o21a_1,1
nor3_1,1
and3_2,1
nor2_1,1
o21ai_0,1
or3b_1,1
a21boi_0,1
a221o_1,1
o22a_1,1
cell families (layout without fill, tap and decap cells):
logic type | count (synthesis) | in the layout | share of synthesized area (%)
fa+ha+maj | 11 | 11 | 16.1
flops | 21 | 21 | 44.4
xor+xnor | 13 | 13 | 12.0
buf+inv | 14 | 32 | 8.32
simple gates | 21 | 21 | 12.4
compound gates | 8 | 8 | 5.95
other cells | 2 | 4 | 0.793
worst max path at each step:
stage	start	end	slack, ns
5_1_grt	y[0]	out[2]	0.95
4_1_cts	y[0]	out[2]	1.02
6_report	y[0]	out[2]	1.04
layout make-up:
| class | count | area, um2 | share of cell area (%) |
|---|---|---|---|
| Clock buffer | 4 | 55.1 | 4.38 |
| Inverter | 7 | 26.3 | 2.09 |
| Multi-Input combinational cell | 57 | 455 | 36.2 |
| Sequential cell | 21 | 420 | 33.4 |
| Tap cell | 72 | 90.1 | 7.16 |
| Timing Repair Buffer | 21 | 210 | 16.7 |
flip-flops by register name, indices dropped and copies added, names as in the netlist:
name / flops
afis.Cout: 1
afis.An: 4
div1.aux: 13
afis.S: 2
div1.clkout: 1
Power and IR drop assume default switching activity.
