--- flow/run.sh ---
#!/bin/bash
# OpenROAD 26Q1-2900-gdf79404cd8, Yosys 0.63+post, stock flow scripts
make -C /OpenROAD-flow-scripts/flow DESIGN_CONFIG=/design/flow/config.mk WORK_HOME=/design/flow/orfs finish
--- flow/config.mk ---
export PLATFORM = sky130hd
export DESIGN_NAME = automat
export DESIGN_NICKNAME = automat
export VERILOG_FILES = /design/flow/design.v
export SDC_FILE = /design/flow/constraint.sdc
export NUM_CORES = 4
export LEC_CHECK = 1
export CORE_AREA = 10 10 76 76
export DIE_AREA = 0 0 86 86
--- flow/constraint.sdc ---
current_design automat

set clk_period 2.8
set clk_io_pct 0.2

create_clock -name clk0 -period $clk_period [get_ports {clk}]

set non_clock_inputs [all_inputs -no_clocks]
set_input_delay [expr $clk_period * $clk_io_pct] -clock clk0 $non_clock_inputs
set_output_delay [expr $clk_period * $clk_io_pct] -clock clk0 [all_outputs]
--- flow/design.v ---
`timescale 1ns / 1ps
module automat(b1 , b2 , b3 , eb1 , eb2 , ebs , clk, rest);
	output reg [3:0] rest = 4'b0000;
	input b1 ,b2 ,b3, clk;
	output reg eb1 = 0 ,eb2 =0,ebs=0;
	reg [2:0] state = 3'b000;
	always@(posedge clk)
		begin
		rest = 4'b000; eb1 = 0; eb2 = 0; ebs = 0;
			case(state)
			3'b000: begin
						if(b1 == 0 && b2 == 0 && b3 ==0)
							begin
								state = 3'b000;
							end
						if(b1 == 1 && b2 == 0 && b3 == 0)
							begin 
								state = 3'b001;
								ebs = 0;
							end
						 if(b1 == 0 && b2 == 0 && b3 == 1)
							begin
								state = 3'b101;
								eb2 = 1;
								ebs = 1;
								rest = rest + 5;
							end
						 if(b1 == 0 && b2 == 1 && b3 ==0)
							begin
								state = 3'b110;
								eb1 = 1;
								ebs = 1;
								rest = rest + 1;
							end
							end
				3'b001:begin
						if(b1 == 1 && b2 == 0 && b3 == 0)
							begin 
								state = 3'b010;
							end
						 if(b1 == 0 && b2 == 0 && b3 ==1)
							begin
								state = 3'b100;
								eb2 = 1;
								ebs = 1;
								rest = rest + 5;
							end
						 if(b1 == 0 && b2 == 1 && b3 ==0)
							begin
								state = 3'b101;
								eb1 = 1;
								eb2 = 0;
								ebs = 1;
								rest = rest + 1;
							end
							end
				3'b010:begin
						if(b1 == 0 && b2 == 1 && b3 == 0)
							begin 
								state = 3'b100;
								eb1 = 1;
								ebs = 1;
								rest = rest + 1;
							end
						 if(b1 == 0 && b2 == 0 && b3 ==1)
							begin
								state = 3'b011;
								eb2 = 1;
								ebs = 1;
								rest = rest + 1;
							end
						 if(b1 == 0 && b2 == 0 && b3 ==0)
							begin
								state = 3'b010;
							end
						 if(b1 == 1 && b2 == 0 && b3 ==0)
							begin
								state = 3'b000;
								ebs = 1;
							end
							end 
				3'b011:begin 
								state = 3'b100;
								eb1 = 1;
								rest = rest + 1;
						 end
				3'b101:begin 
								state = 3'b110;
								eb1 = 1;
								rest = rest + 1;
						 end
			  3'b110:begin 
								state = 3'b000;
								eb1 = 1;
								rest = rest + 1;
						 end
				3'b100:begin 
								state = 3'b101;
								eb1 = 1;
								rest = rest + 1;
						 end
			endcase
			end
endmodule
==> flow_metrics.env <==
# source this file to load flow results
export IMPL_hold_viol_final=0
export IMPL_fp_coreArea_mm2=0.004115
export IMPL_grt_first_pass_wirelength_um=1952
export IMPL_ys_cells=62
export IMPL_leakage_uw=0.0002630
export IMPL_fp_dieH_um=86
export IMPL_synth_cell_type_count=25
export IMPL_cts_sinks=9
export IMPL_r2r_slack_ns=1.21
export IMPL_post_route_period_util_pct=78.44
export IMPL_yosysWarnings=1
export IMPL_gp_congestion=0.7719
export IMPL_placed_area_um2=633.1
export IMPL_rr_startpoint="state[0]"
export IMPL_dp_hpwl_um=894
export IMPL_min_path_type="flop to flop"
export IMPL_finalClockSkew_ns=0.003123
export IMPL_design_area_um2=679.4
export IMPL_grt_max_degree=15
export IMPL_seqPwrFrac_pct=45.2
export IMPL_p_sw_uw=218.0
export IMPL_outcome="complete, no violations"
export IMPL_lay_top_count="clkdlybuf4s50_1"
export IMPL_synth_avg_cell_area_um2=8.274
export IMPL_maxCapViolCount=0
export IMPL_fp_util_pct=12.47
export IMPL_chipArea_mm2=0.007396
export IMPL_portBuffers=9
export IMPL_cp_max_fo=6
export IMPL_dp_cells=116
export IMPL_post_cts_setup_buffers=0
export IMPL_cts_tree="built"
export IMPL_syn_area_um2=513.0
export IMPL_area_leaders="dfxtp_1 23%, edfxtp_1 18%, ha_1 7.3%"
export IMPL_cts_buffers=3
export IMPL_ir_drop_uv=194.5
export IMPL_mux_share_pct=0
export IMPL_layout_top_cells="9 x clkdlybuf4s50_1, 8 x nor2_1, 6 x a21oi_1, 6 x dfxtp_1, 5 x nand2_1"
export IMPL_min_period_ns=2.196
export IMPL_rsz0062_at_grt="no"
export IMPL_p_clk_share_pct=23.8
export IMPL_ant_nets=0
export IMPL_yosys_area_top_type="dfxtp_1"
export IMPL_critPathKind="primary input to flop"
export IMPL_grtUsageTotal_pct=3.288
export IMPL_wl_um=1210
export IMPL_fin_cells=120
export IMPL_cp_end_kind="flop"
export IMPL_ys_sh_xor_pct=0
export IMPL_holdCritStartpoint="state[2]"
export IMPL_sw_frac_of_total_pct=35.86
export IMPL_drive_gt1_share_pct=7.143
export IMPL_ys_area_um2=513.0
export IMPL_synthToLayoutAreaGrowth_pct=32.44
export IMPL_cellPowerDensity_mw_per_mm2=894.8
export IMPL_clock_path_buffers=2
export IMPL_warning_count=27
export IMPL_vias_per_cell=3.775
export IMPL_drtIter0Drc=97
export IMPL_numSynthFlops=9
export IMPL_drcViolationCount=0
export IMPL_ys_sh_aoi_pct=20.49
export IMPL_required_ns=2.77
export IMPL_antenna_found_initial=0
export IMPL_die_width_um=86
export IMPL_netlist_area_leader_share_pct=23.41
export IMPL_synthAdderAreaFrac_pct=7.317
export IMPL_tns_ns=0
export IMPL_hold_buffers=0
export IMPL_cp_arrival_ns=2.17
export IMPL_rows=23
export IMPL_ctsResizeCount=0
export IMPL_overflow=0
export IMPL_clock_latency_late_pin_ns=0.23
export IMPL_hold_depth=1
export IMPL_pin_count=11
export IMPL_startpoint_type="primary input"
export IMPL_ctsRootBufferMaster="clkbuf_8"
export IMPL_htree_levels=1
export IMPL_hold_path_end="eb2"
export IMPL_yosysSeqAreaShare_pct=40.98
export IMPL_r2r_end="state[2]"
export IMPL_detail_route_wl_per_cell_um=10.08
export IMPL_syn_inst=62
export IMPL_grt_pass1_vias=407
export IMPL_top_logic_kind="simple AND/OR/NAND/NOR gates"
export IMPL_vias=453
export IMPL_simple_gate_share_pct=21.22
export IMPL_drv_slew=0
export IMPL_dr_pass1_iters=4
export IMPL_comb_power_share_pct=31.1
export IMPL_reg2reg_depth=4
export IMPL_cts_reportedPaths_clkPinSlew_ns=0.04
export IMPL_power_internal_uw=389.9
export IMPL_clock_fmax_ghz=0.4553
export IMPL_finalSetupViolations=0
export IMPL_diodes=0
[per-layer routing]
layer | part of all wire (%) | global-route usage (%) | routed length, µm
met2 | 45 | 4.801 | 549
met1 | 46 | 4.310 | 552
met5 | 0 | 0 | 0
met3 | 9.0 | 1.907 | 109
met4 | 0 | 0.1497 | 0
[cell usage after synthesis]
cell / instances
o22ai_1: 1
nand3_1: 2
and2_1: 1
buf_4: 3
nor2_1: 8
buf_2: 2
o21ai_0: 3
dfxtp_1: 6
nand2_1: 5
inv_1: 4
a21oi_1: 6
nor3b_1: 2
a32oi_1: 1
nor3_1: 2
a22o_1: 1
o22ai_2: 1
o21ai_1: 2
nor4_1: 1
ha_1: 3
o21a_1: 1
a31oi_1: 1
nand2b_1: 1
conb_1: 1
or2_1: 1
edfxtp_1: 3
[worst max-delay path by stage]
stage,end,slack (ns),start,cells after the start
CTS,state[1],0.62,b3,7
global route,state[1],0.55,b3,7
finish,state[1],0.60,b3,7
[power groups by stage]
| stage | Clock [µW] | Sequential, µW | Combinational [µW] |
|---|---|---|---|
| finish | 144 | 275 | 189 |
| global route | 161 | 284 | 218 |
| CTS | 151 | 274 | 191 |
[critical path, stage by stage]
cell and delay, ns:
clkdlybuf4s50_1 0.43, nand2b_1 0.17, or2_1 0.30, ha_1 0.28, nor2_1 0.13, o22ai_2 0.09, a22o_1 0.20
[sequential cells by signal, summed over array words and instances, names as in the netlist]
signal / cells
eb1: 1
rest: 3
ebs: 1
eb2: 1
state: 3
[metrics by stage]
step	util, %	hold slack [ns]	total power, µW	worst slack, ns
CTS	16.51	0.7186	615.2	0.6246
global route	16.51	0.7828	662.8	0.5539
detailed placement	15.38	0.7247	464.7	0.3914
floorplan	-	0.5965	396.4	0.9262
global placement	15.38	0.7411	470.6	0.3752
finish	16.51	0.7141	607.9	0.6038
[logic make-up (layout without fill, tap and decap cells)]
group,Yosys count,count (layout)
adder cells (fa/ha/maj),3,3
flip-flops,9,9
AND-OR/OR-AND,17,17
other,1,1
AND/OR/NAND/NOR,23,23
buffers and inverters,9,17
[cell type report]
cell class,instances,area [µm²]
multi-input combinational,44,255.2
clock inverter,1,5.005
sequential,9,210.2
timing repair buffer,9,90.09
clock buffer,3,41.29
inverter,4,15.01
tap,50,62.56
fill,454,3436
Power is estimated from default activity; no workload was simulated.
