File: /design/flow/design.v
`timescale 1ns / 1ps
module subs(x, y, z, sc, out, clk);
	input clk;
	input [3:0] x, y, z;
	input [15:0] sc;
	reg [15:0] c1 = 0;
   reg [15:0] c2 = 0;
	reg [15:0] comp = 0;
	reg [15:0] aux = 0;
	output reg [15:0] out = 0;
	always@ (posedge clk)
	begin
				c1[3:0] = z;
				c1[7:4] = y;
				c1[11:8] = x;
				c1[15:12] = 4'b0000;
				comp = 999 - sc + 1;
				aux = comp % 10;
				comp = comp / 10;
				c2[3:0] = aux;
				aux = comp % 10;
				comp = comp / 10;
				c2[7:4] = aux;
				c2[11:8] = comp;
				c2[15:12] = 4'b1001; 
				out[15:0] = out[15:0] + c1[3:0] + c2[3:0];
				if (out[3:0] > 9)
					begin
						out[15:0] = out[15:0] + 6;
					end
				out[15:4] = out[15:4] + c1[7:4] + c2[7:4];
				if (out[7:4] > 9)
					begin
						out[15:4] = out[15:4] + 6;
					end
				out[15:8] = out[15:8] + c1[11:8] + c2[11:8];
				if (out[11:8] > 9)
					begin
						out[15:8] = out[15:8] + 6;
					end
				out[15:0] = out [15:12] + c1[15:12] + c2[15:12];		
		end
endmodule
File: /design/flow/run.sh
#!/bin/bash
# OpenROAD 26Q1-2900-gdf79404cd8, Yosys 0.63+post, stock flow scripts
make -C /OpenROAD-flow-scripts/flow DESIGN_CONFIG=/design/flow/config.mk WORK_HOME=/design/flow/orfs finish
File: /design/flow/config.mk
export PLATFORM = sky130hd
export DESIGN_NAME = subs
export DESIGN_NICKNAME = subs
export VERILOG_FILES = /design/flow/design.v
export SDC_FILE = /design/flow/constraint.sdc
export NUM_CORES = 4
export LEC_CHECK = 1
export CORE_UTILIZATION = 50
File: /design/flow/constraint.sdc
current_design subs

set clk_period 30.9
set clk_io_pct 0.2

create_clock -name clk0 -period $clk_period [get_ports {clk}]

set non_clock_inputs [all_inputs -no_clocks]
set_input_delay [expr $clk_period * $clk_io_pct] -clock clk0 $non_clock_inputs
set_output_delay [expr $clk_period * $clk_io_pct] -clock clk0 [all_outputs]
==> qor.txt <==
status: complete, no violations
Synth Seq Share: 1.39%
WHS Endpoint: out[0]
Worst Setup Start Kind: input pin
Mapped Avg Cell Area: 6.76 sq um
Hold Buf Count CTS: 0
grt ovf: 0
clock power share: 2.3%
RR Endpoint: out[2]
Worst Hold Launch: out[4]
Synth warnings: 1
Commonest Layout Cell: nor2_1
worst-path maximum fanout: 19
flip-flops with a built-in enable: 0
Max Slew Vio Count: 0
die area: 14800 sq um
ANT cells: 0
OpenROAD warning count: 29
FP Rows: 43
Via density: 6.70
Clock Skews: 0.00138 ns
CTS Root Cell: clkbuf_16
total negative slack: 0 ns
core area: 13900 sq um
Post-DP HPWL: 18.1 mm
post-synth cell types: 105
cell count after placement: 1242
global-route wire length before repair: 38.0 mm
crit path DAT: 23.33 ns
worst endpoint required time: 31.01 ns
Gate power share: 96.0%
post-route minimum period: 23.22 ns
TritonRoute pass-1 iters: 5
Power per Cell Area: 123 nW/um^2
ys async rst share: 0%
worst-margin pin slew: 0.873 ns
Worst Setup Path Type: input pin to register
Clk Latency, worst-skew pair: 0.23 ns
CP max stage cell: and3_1
vias in the first global route: 7477
hold path cells: 15
DRC Markers: 0
antenna-violating nets left: 0
P_int: 0.379 mW
Synth flops: 5
TritonCTS clock tree: built
die width: 122 um
Worst Reg-to-Reg Cells: 26
final wirelength: 23.0 mm
Fmax: 0.0431 GHz
IO Pins: 45
Tot Pwr: 0.936 mW
Rel. slew slack: 41.4%
RSZ-0062 raised after global routing: false
Worst Setup End Kind: register
Crit path largest cell delay: 0.67 ns
Final Worst Setup Slack: 7.68 ns
Switch Pwr: 0.558 mW
total global-route track usage: 31.7%
# setup viols final: 0
clock buffer depth: 2
WL per Instance: 18.4 um
DIE HEIGHT: 122 um
pre-CTS setup slack: 7.75 ns
fp util: 51.5%
H-tree depth: 1
largest net degree at the start of global routing: 20
R2R setup slack: 24.62 ns
RR Startpoint: out[0]
Netlist Area Pre-Place: 7180 sq um
Non-Filler Instances: 1246
Post-Synthesis Cells: 1062
Fin. Hold Viols: 0
Setup Fix Bufs, Post-CTS: 0
IO buf count: 33
HP Class: register to register
Max IR drop VDD: 0.000122 V
Yosys chip area: 7180 sq um
CTS Buf Count: 3
fin crit share: 75.1%
clock slew at reported path FFs: 0.03 ns
Fill cells: 1392
Lkg Pwr: 2.73 nW
post-CTS sizing: 0
Seq pwr share: 1.7%
# Cells Yosys: 1062
Top Layout Cells: 111 x nor2_1, 88 x nand2_1, 81 x a21oi_1
Area Growth Syn to Fin: 6.49%
register area: 100 sq um
Logic area: 6690 sq um
Main synth FF type: dfxtp_1
vias: 8348
max reg flops: 5
Placer Congestion: 0.988
initial antenna violation count: 0
max-cap violation count: 0
CTS Sinks: 5
share of layout cells above drive strength 1: 7.97%
DR iter-0 viols: 637
Sw Ratio: 59.5%
==> through the flow <==
stage	cell area [sq um]	hold WS [ns]	utilization (%)
after floorplan	7230	2.00	-
after global placement	7560	2.21	54.3
after detailed placement	7560	2.22	54.3
after CTS	7640	2.23	54.8
after global routing	7640	2.50	54.8
final	7640	2.23	54.8
==> worst max-delay path by stage <==
stage          start     end  slack [ns]  cells past startpoint
CTS           sc[11]  out[2]        7.92                     59
global route  sc[11]  out[2]        6.19                     58
finish        sc[11]  out[2]        7.68                     58
==> routing by layer <==
metal	global-route usage, %	share of wire (%)
met1	49.5	49
met2	47.2	42
met3	2.53	7.1
met4	6.40	1.9
met5	0	0
==> cell families (layout without fill, tap and decap cells) <==
group | Yosys count | in the layout | share of synthesized area (%)
simple gates | 439 | 439 | 32.2
compound gates | 404 | 404 | 41.4
buf+inv | 87 | 78 | 6.12
xor+xnor | 70 | 70 | 8.65
fa+ha+maj | 40 | 40 | 7.91
mux | 15 | 15 | 2.16
flops | 5 | 5 | 1.39
other cells | 2 | 15 | 0.105
==> cells in the mapped netlist, types with 9 or more instances <==
cell / n / area, sq um
mux2i_1: 14 / 140
nand2_1: 88 / 330
buf_4: 18 / 135
o31ai_1: 11 / 82.6
nor4_1: 14 / 87.6
o211ai_1: 16 / 120
nand4_1: 20 / 125
o21ai_1: 9 / 45.0
a22oi_1: 9 / 67.6
ha_1: 22 / 275
a31oi_1: 29 / 181
fa_1: 11 / 220
nand3_1: 46 / 230
o21ai_0: 58 / 290
or3_1: 11 / 68.8
a21oi_1: 81 / 405
inv_1: 21 / 78.8
xnor2_1: 48 / 420
buf_2: 18 / 90.1
and3_1: 13 / 81.3
o22ai_1: 9 / 56.3
nor2_1: 111 / 417
nand2b_1: 11 / 68.8
a21o_1: 20 / 150
xor2_1: 21 / 184
and2_1: 19 / 119
o2111ai_1: 9 / 78.8
clkbuf_1: 24 / 90.1
nor3_1: 40 / 200
a211oi_1: 21 / 158
==> power by group through the flow <==
stage | logic [mW] | clock network [mW] | registers [mW]
4_1_cts | 0.892 | 0.0217 | 0.0165
5_1_grt | 1.01 | 0.0223 | 0.0168
6_report | 0.899 | 0.0213 | 0.0164
==> worst max-delay path: cells and delay by family <==
| kind | cells | cell delay [ns] |
|---|---|---|
| adders and majority gates | 10 | 3.73 |
| AOI/OAI and AO/OA | 25 | 5.96 |
| xor gates and xnor gates | 4 | 0.66 |
| buffers and inverters | 4 | 0.77 |
| and+or+nand+nor | 15 | 6.01 |
==> area by class of cell <==
cell class	instances	share of cell area (%)
Tap cell	180	2.95
Timing Repair Buffer	51	6.09
Clock buffer	4	1.03
Multi-Input combinational cell	983	87.5
Inverter	23	1.13
Sequential cell	5	1.31
No activity file was given, so power comes from the tool's default toggle rates.
